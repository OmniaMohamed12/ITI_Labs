`flow/design.v`:
```
module Data_Memory(input [31:0]A,input [31:0]WD,input WE,input clk,output reg [31:0]RD) ;
reg [31:0]data_memory[0:63];
always@(posedge clk) begin 
if (WE) begin
    data_memory[A[31:2]]<=WD;
end
end
always@(*)begin
 RD=data_memory[A];
 end
endmodule
```
`flow/run.sh`:
```
#!/bin/bash
# OpenROAD 26Q1-2900-gdf79404cd8, Yosys 0.63+post, stock flow scripts
make -C /OpenROAD-flow-scripts/flow DESIGN_CONFIG=/design/flow/config.mk WORK_HOME=/design/flow/orfs finish
```
`flow/config.mk`:
```
export PLATFORM = sky130hd
export DESIGN_NAME = Data_Memory
export DESIGN_NICKNAME = Data_Memory
export VERILOG_FILES = /design/flow/design.v
export SDC_FILE = /design/flow/constraint.sdc
export NUM_CORES = 4
export LEC_CHECK = 1
export CORE_UTILIZATION = 40
```
`flow/constraint.sdc`:
```
current_design Data_Memory

set clk_period 9.4
set clk_io_pct 0.2

create_clock -name clk0 -period $clk_period [get_ports {clk}]

set non_clock_inputs [all_inputs -no_clocks]
set_input_delay [expr $clk_period * $clk_io_pct] -clock clk0 $non_clock_inputs
set_output_delay [expr $clk_period * $clk_io_pct] -clock clk0 [all_outputs]
```
==> Changelog: implementation <==
### Physical design

* Most numerous logic cells after layout: edfxtp_1 (2048), mux4_2 (441), clkbuf_16 (200), a22oi_1 (184), buf_4 (128)
* Mean post-synth cell area at between 20 and 25 um2
* Antenna Violating Nets Remaining at 0
* Final setup viols at 0
* Critical path cell sequence: clkdlybuf4s50_1, buf_4, nor2b_1, and2_4, buf_4, a22oi_1, nand4_1, and2_1, clkdlybuf4s50_1
* Row count at approximately 160
* Max VDD drop at 0.190 mV
* Die ar. at between 150000 and 200000 um2
* Leakage at ~0.027 uW
* Vias per cell at 5.78
* DRC at 0
* CTS Buffer Depth at 3
* RSZ-0062 raised after global routing: no
* Area leader, netlist: edfxtp_1
* Root buffer cell: clkbuf_16
* Routed len/inst at 31.7 um
* Max Fclk at 0.127 GHz
* Die y size at approximately 440 um
* Top cell area share at 0.795
* Status: finished clean
* Max FO, Critical Path at 27
* CTS sink cnt at around 2000
* Worst Path Arrival at approximately 6.0 ns
* Tot GR Track Use at 0.226
* Slowest CP cell: clkdlybuf4s50_1
* CP endpoint kind: primary output
* Initial core utilization at 0.405
* Fin crit period at 7.89 ns
* Gate Count Post-Synth at about 3400
* CTS buffer count at roughly 200
* Hold path startpoint: WD[3]
* Max reg flops at around 2000
* Hpwl dp at a little over 100 mm
* Layout cells sized above 1 at 0.275
* Crit share post-route at 0.839
* YS warnings at 1
* # H-tree levels at 4
* Max incr delay on CP at ~0.85 ns
* First-pass GRT wire length at between 200 and 300 mm
* Number of global-route vias before repair at ~40000
* Post-CTS sizing at 0
* Post-synth ARST share at 0
* Total gr overflow at 0
* CP Class: input pin to primary output
* PD cells at roughly 210 nW/um2
* Top sig layer: met5
* Synth unique cells at 43
* Total Wirelength at about 200 mm
* Post-CTS setup buffers at 0
* Routed via count at around 36000
* PortBufs at approximately 73
* I/O Pins at 98
* Met2 wire length at around 93 mm
* Synth flops at between 2000 and 2500
* 1st-iter DRT viols at about 2400
* Share of the yosys chip area belonging to registers at 0.795
* DR pass1 iterations at 7
* Wl on met1 at slightly above 60 mm
* Commonest Layout Cell: edfxtp_1
* Worst setup path start: A[3]
* Yosys Chip Area at roughly 77000 um2
* Cell area leaders: edfxtp_1 (80%), mux4_2 (13%), a22oi_1 (1.8%), mux2i_1 (1.1%), mux2_2 (0.84%)
* Post-synth EDFFs at ~2000
* Placeable Area at about 190000 um2
* Routed wire length on met3 at 38.7 mm
* Ys flop type: edfxtp_1
* CTS tree: done
* Delay-heaviest family, CP: buffers and inverters
* CP Launch Type: input pin
* Setup TNS at 0 ns
* Hold-fix buffers, CTS at 0
* Clock transition at path regs at 0.06 ns
* Slew Limit Headroom at 0.421
* Max-slew violation count at 0
* P&R area growth vs syn at 14.1%
* Initial antenna violation count at 6
* Hold slack at roughly 1.7 ns
* Hold Crit Class: input pin to register
* Width of the die at approximately 440 um
* OpenROAD warning count at 50
* Ys cells at around 3400
* Worst Path Required at roughly 7.5 ns
* Max_cap viols at 0
* Routability congestion estimate at ~0.8
* Largest net degree at the start of global routing at roughly 100
* Tightest Pin Transition at approximately 0.87 ns
* Post-Syn Area at roughly 77000 um2
* Final Hold Violation Tally at 0
* CP Buf/Inv Count at 4
==> stage by stage <==
step | power, uW | cell area [um2] | instances | worst slack (ns) | utilization
after floorplan | 10800 | 77300 | 3356 | 3.21 | -
after global placement | 11200 | 82000 | 5892 | 1.63 | 0.430
after detailed placement | 11200 | 82000 | 5892 | 1.58 | 0.430
after CTS | 18800 | 88200 | 6261 | 1.57 | 0.462
after global routing | 19200 | 88200 | 6261 | 1.45 | 0.462
final | 18600 | 88200 | 6263 | 1.51 | 0.462
==> cells in the mapped netlist (2+ instances only) <==
master / number
nor4_1: 5
nand3_1: 2
edfxtp_1: 2048
o221ai_1: 32
mux4_2: 441
nand3b_1: 4
buf_4: 3
nor2_1: 66
and3_1: 2
a22o_1: 5
a211oi_1: 2
a221o_1: 28
buf_6: 2
nor4b_1: 2
or3b_2: 2
inv_1: 2
nand2_1: 16
mux2_2: 58
o22ai_1: 8
nand2b_1: 2
a21oi_1: 58
buf_2: 98
buf_1: 23
o21ai_0: 4
nor3b_1: 3
a31oi_1: 3
mux2i_1: 84
a22oi_1: 184
nand4_1: 58
clkbuf_1: 67
and2_1: 30
or3_1: 3
==> layout make-up <==
class,count,area (um2)
clock buffers,254,5210
repair buffers,219,1910
inverters,2,7.51
diodes,2,5.00
well taps,2511,3140
multi-input cells,1112,15500
fillers,15500,103000
clock inverters,115,985
flip-flops and latches,2048,61500
==> kinds of logic (layout without fill, tap and decap cells) <==
logic type | Yosys count | in the layout | share of synthesized area
flops | 2048 | 2048 | 0.795
mux | 583 | 583 | 0.148
compound gates | 326 | 326 | 0.0310
simple gates | 203 | 203 | 0.0143
buf+inv | 196 | 590 | 0.0115
other cells | 0 | 2 | 0
==> metal layers <==
layer  vias to the layer above  GRT usage
li1                      15000          -
met1                     18400      0.262
met2                      2566      0.323
met3                       315      0.194
met4                         6     0.0531
met5                         -     0.0122
==> power breakdown <==
part,switching (uW),internal (uW),leakage [uW]
registers,12.1,10100,0.0184
logic,544,322,0.00550
clock network,3310,4320,0.00302
total,3870,14800,0.0269
==> worst paths after layout <==
kind | cells after the start | slack (ns) | end
worst max-delay path | 9 | 1.51 | RD[14]
worst min-delay path | 2 | 1.70 | data_memory[21][3]$_DFFE_PP_
Power and IR drop assume default switching activity.
